File: ./constraint.sdc
current_design REG_FILE

set clk_period 7.5
set clk_io_pct 0.2

create_clock -name clk0 -period $clk_period [get_ports {clk}]

set non_clock_inputs [all_inputs -no_clocks]
set_input_delay [expr $clk_period * $clk_io_pct] -clock clk0 $non_clock_inputs
set_output_delay [expr $clk_period * $clk_io_pct] -clock clk0 [all_outputs]
File: ./config.mk
export PLATFORM = sky130hd
export DESIGN_NAME = REG_FILE
export DESIGN_NICKNAME = REG_FILE
export VERILOG_FILES = /design/flow/design.v
export SDC_FILE = /design/flow/constraint.sdc
export NUM_CORES = 4
export LEC_CHECK = 1
export CORE_UTILIZATION = 30
File: ./design.v
module REG_FILE
  (
   data1_out,
   data2_out,
   clk,    
   readAddr1_in,
   readAddr2_in,
   writeAddr_in,
   writeData_in,
   writeCntrl_in
   );
   parameter reg_delay = 5;	
   input 	 clk;
   input [4:0] 	 readAddr1_in, readAddr2_in, writeAddr_in;
   input [31:0]  writeData_in;	
   input 	 writeCntrl_in;
   output [31:0] data1_out, data2_out;
   reg [31:0] 	 data1_out, data2_out;			
   reg [31:0] 	 reg_array[0:31];
   initial 
     begin
	reg_array[0] = 32'b0;
     end 
   always@(readAddr1_in, readAddr2_in, reg_array[readAddr1_in], reg_array[readAddr2_in])
     begin
	#reg_delay;
	data1_out = reg_array[readAddr1_in];
	data2_out = reg_array[readAddr2_in];
     end
   always@(posedge clk)
     begin
	#reg_delay;
	if(writeCntrl_in)
	  begin
	     if(|writeAddr_in)
	       reg_array[writeAddr_in] = writeData_in;
	  end
     end  
endmodule
File: ./run.sh
#!/bin/bash
# OpenROAD 26Q1-2900-gdf79404cd8, Yosys 0.63+post, stock flow scripts
make -C /OpenROAD-flow-scripts/flow DESIGN_CONFIG=/design/flow/config.mk WORK_HOME=/design/flow/orfs finish
==> impl_metrics.csv <==
group,metric,value,unit
power,power_density,225,mW/mm²
logic_synthesis,yosys-top-cells-count,"edfxtp_1, mux2i_1, nand2_1",
logic_synthesis,avgSynthCellArea,14.4,µm²
worst_hold_path,hold_depth,2,
job,cap_viol_max_count,0,
worst_hold_path,min_to,"reg_array[27][3]",
routing,drt_iter0_drc,2051,
worst_setup_path,crit_path_start_kind,"input pin",
routing,wl_per_cell,26.5,µm
global_route,grt_start_max_net_pins,84,
power,internal-power,9.69,mW
logic_synthesis,synthesis.instances,3386,
sta,worstMarginPinSlew,975,ps
worst_setup_path,worst-endpoint-arrival,4760,ps
worst_setup_path,cp-end-kind,"output port",
sta,max_freq,160,MHz
logic_synthesis,ys_cells,3386,
sta,period_used_share,83.4,%
global_route,grtUsageTotal,19.5,%
die,die_w,405,µm
worst_setup_path,crit_path_max_fanout,42,
worst_setup_path,path_cells,"clkdlybuf4s50_1, and2_4, buf_4, a22o_1, nor3_1, a31oi_1, nand3_1, clkdlybuf4s50_1",
clock_network,htree_levels,3,
logic_synthesis,yosys.area.top_type_share,63.1,%
global_route,grt_pass1_vias,31700,
sta,final-hold-violation-count,0,
logic_synthesis,area_leaders,"edfxtp_1, mux2i_1, a22oi_1, a22o_1, nand3_1",
worst_setup_path,critPathMostFrequentCell,"clkdlybuf4s50_1",
global_route,grt_pass1_wl,218000,µm
sta,setup_tns,0,ps
clock_network,cts-resized-gates,0,
logic_synthesis,flop_cell,"edfxtp_1",
die,dieArea,0.164,mm²
sta,setup_violations,0,
power,pwr-share-comb,9.4,%
routing,wl,153000,µm
sta,slew_headroom,34.8,%
die,ioPinCount,113,
final_layout,fill_cells,15300,
die,num_rows,147,
worst_setup_path,cp_slowest_cell,"and2_4",
sta,rsz0062_at_grt,"no",
logic_synthesis,netlist_area,0.0488,mm²
sta,drv_slew,0,
clock_network,cts_root_buf,"clkbuf_16",
routing,viasPerCell,5.31,
logic_synthesis,synth.distinct_cells,24,
clock_network,cts.sinks,1024,
power,swShare,23.3,%
logic_synthesis,synth.largest_area_cell,"edfxtp_1",
logic_synthesis,edf_count,1024,
routing,antenna_left,0,
worst_setup_path,worstPathRequired,6000,ps
placed_design,place_congestion,0.844,
final_layout,syn_to_final_growth,15.1,%
placed_design,dp_hpwl,86200,µm
logic_synthesis,synth_chip_area,0.0488,mm²
sta,fin_ws,1240,ps
power,seqPwrFrac,50.7,%
power,clkPwrFrac,39.8,%
worst_hold_path,hold_start,"writeData_in[3]",
power,switchingPower,2.95,mW
final_layout,logic_area,0.0169,mm²
logic_synthesis,ys_ff,1024,
placed_design,port_buffers,112,
clock_network,cts_tree,"yes",
clock_network,cts-hold-fix-buffers,0,
clock_network,cts_setup_buffers,0,
logic_synthesis,yosysWarningCount,1,
routing,drc,0,
worst_setup_path,cpPeakStageDelay,800,ps
logic_synthesis,ys_seq_share,63.1,%
job,tool_warnings,26,
routing,vias,30700,
power,ir_drop,172,µV
die,fp_util,30.3,%
global_route,antenna_found_initial,12,
final_layout,largest_register_ffs,1024,
clock_network,path_clk_slew,60,ps
worst_setup_path,cp_num_buf_inv,3,
die,die_h,405,µm
outcome,status,"complete, no violations",
final_layout,seq_area,0.0307,mm²
sta,period_needed,6260,ps
worst_setup_path,crit_type,"in -> out",
global_route,grt_remaining_overflow,0,
placed_design,place_ws,1310,ps
worst_setup_path,critical_path.top_delay_family,"buffers and inverters",
routing,drtPass1Iterations,5,
logic_synthesis,async_flop_share,0,%
worst_hold_path,min_path_type,"in -> reg",
clock_network,clk_path_buf_depth,3,
die,coreArea,0.161,mm²
final_layout,layout-drive-gt1-share,9.45,%
clock_network,cts_buffers,101,
power,leakage,20.3,nW
[worst max-delay path by stage]
stage	from	slack, ps	to	cells after the start
CTS	readAddr2_in[2]	1290	data2_out[13]	8
finish	readAddr2_in[2]	1240	data2_out[2]	8
global route	readAddr2_in[2]	1220	data2_out[13]	8
[layout make-up]
cell class	instances	area share (%)
diodes	4	0.0178
clock buffers	122	4.65
multi-input cells	2140	30.1
clock inverters	62	1.11
well taps	2160	4.82
flip-flops and latches	1024	54.8
repair buffers	259	4.50
[cells in the final DEF, fill, tap and decap left out, types with 21 or more instances in the layout]
cell	n
mux2i_1	1024
buf_4	124
clkbuf_1	21
edfxtp_1	1024
nor3_1	64
buf_12	23
nor2_4	33
a22o_1	128
a21oi_1	192
clkdlybuf4s50_1	110
nand2_1	193
clkinv_1	21
a31oi_1	64
conb_1	32
a22oi_1	192
clkbuf_16	101
nand3_1	194
[kinds of logic (layout without fill, tap and decap cells)]
family,count (synthesis),after routing,synth area share [%]
mux,1024,1024,21.0
buf+inv,253,443,3.15
other cells,1,36,0.00769
flops,1024,1024,63.1
simple gates,508,508,4.71
compound gates,576,576,8.05
[power by group through the flow]
stage                 Combinational [mW]  Clock, mW  Sequential, mW
after global routing                1.27       5.29            6.42
final                               1.19       5.04            6.41
after CTS                           1.19       5.11            6.41
[stage by stage]
step	instances	power (mW)	area [µm²]	hold slack [ps]	utilization, %
CTS	5767	12.7	56100	1580	34.9
global route	5767	13.0	56100	1630	34.9
global placement	5583	7.72	52900	2330	32.8
floorplan	3417	7.20	48900	1600	-
detailed placement	5583	7.72	52900	2330	32.8
finish	5771	12.6	56100	1620	34.9
[metal layers]
metal | up-vias | share of wire [%] | track usage [%]
met1 | 15100 | 37 | 23.9
li1 | 13700 | - | -
met5 | - | 0.18 | 0.803
met4 | 26 | 3.3 | 5.10
met2 | 1596 | 45 | 29.0
met3 | 296 | 15 | 12.3
No activity file was given, so power comes from the tool's default toggle rates.
