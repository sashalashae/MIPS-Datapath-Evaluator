## flow/config.mk

```make
export PLATFORM = sky130hd
export DESIGN_NAME = MIPS_ALU
export DESIGN_NICKNAME = MIPS_ALU
export VERILOG_FILES = /design/flow/design.v
export SDC_FILE = /design/flow/constraint.sdc
export NUM_CORES = 4
export LEC_CHECK = 1
export CORE_UTILIZATION = 50
```

## flow/constraint.sdc

```tcl
current_design MIPS_ALU

set clk_period 24.1
set clk_io_pct 0.2

create_clock -name clk0 -period $clk_period

set non_clock_inputs [all_inputs -no_clocks]
set_input_delay [expr $clk_period * $clk_io_pct] -clock clk0 $non_clock_inputs
set_output_delay [expr $clk_period * $clk_io_pct] -clock clk0 [all_outputs]
```

## flow/design.v

```verilog
module MIPS_ALU
  (
   ALUCntrl_in, 
   A_in, 
   B_in, 
   ALU_out, 
   zero_out
   );
   parameter ALU_delay = 22;
   parameter zero_delay = 3;
   output [31:0] ALU_out;
   reg [31:0] 	 ALU_out;
   output 	 zero_out;
   reg 		 zero_out;
   input [3:0] 	 ALUCntrl_in;
   input [31:0]  A_in, B_in;	
   reg [31:0] 	 temp;
   always@*
     begin
	#ALU_delay;
	case(ALUCntrl_in)
	  4'b0000:   
	    ALU_out = A_in & B_in;
	  4'b0001:   
	    ALU_out = A_in | B_in;
	  4'b0010:   
	    ALU_out = A_in + B_in;
	  4'b0110:   
	    ALU_out = A_in - B_in;
	  4'b0111:   
	    begin
	       temp = A_in - B_in;
	       if(temp[31]) 
		 ALU_out = 32'd1;
	       else
		 ALU_out = 32'd0;  		
	    end
	  4'b1100:   
	    ALU_out = ~(A_in | B_in);
	  4'b1111:   
	    ALU_out = {B_in[15:0], 16'b0};
	  default:   
	    ALU_out = 32'bx;
	endcase  
     end  
   always@*
     begin
	#zero_delay;
	if (~(|ALU_out)) 
	  zero_out = 1;
	else	
	  zero_out = 0;
     end
endmodule
```

## flow/run.sh

```bash
#!/bin/bash
# OpenROAD 26Q1-2900-gdf79404cd8, Yosys 0.63+post, stock flow scripts
make -C /OpenROAD-flow-scripts/flow DESIGN_CONFIG=/design/flow/config.mk WORK_HOME=/design/flow/orfs finish
```

==> impl_summary.log <==
[report] implementation figures
INFO  metric setup_viol = 0
INFO  metric synth_seq_share = 0%
INFO  metric timing.critical_path.fanout_max = 8
INFO  metric syn-instance-count = 952
INFO  metric syn2layout_area_growth = 16.28%
INFO  metric layout.cells.non_filler = 1174
INFO  metric synth.distinct_cells = 89
INFO  metric core_area = 12060 µm²
INFO  metric core_util_floorplan = 51.56%
INFO  metric placed_area = 7231 µm²
INFO  metric netSwitchingFraction = 59.85%
INFO  metric total_leakage_power = 0.003098 µW
INFO  metric vias_per_cell = 6.560
INFO  metric area_leaders = sky130_fd_sc_hd__ha_1 (21%), sky130_fd_sc_hd__a21oi_1 (7.7%), sky130_fd_sc_hd__nor2_1 (6.5%)
INFO  metric gpl.final_weighted_congestion = 1.079
INFO  metric max_slew_margin = 43.28%
INFO  metric mostFrequentLayoutCell = sky130_fd_sc_hd__nor2_1
INFO  metric outcome = finished, final reports clean
INFO  metric dr.first_iter.drc_count = 903
INFO  metric gr-total-overflow = 0
INFO  metric power_frac_comb = 100.0%
INFO  metric critical_path_class = in -> out
INFO  metric p_seq_share = 0%
INFO  metric die.size.x = 113.5 µm
INFO  metric timing.final.hold_violations = 0
INFO  metric post_cts_setup_buffers = 0
INFO  metric setup.worst_path.start_class = input pin
INFO  metric crit_buf_inv = 3
INFO  metric register_area = 0 µm²
INFO  metric grt_antenna_before_repair = 0
INFO  metric grt_pass1_wl = 38.50 mm
INFO  metric final_cell_area = 7231 µm²
INFO  metric critPathRequiredTime = 19.28 ns
INFO  metric post_drt_wl_per_cell = 21.39 µm
INFO  metric flop-count = 0
INFO  metric cellInternalPower = 69.13 µW
INFO  metric period_minus_slack = 14.38 ns
INFO  metric via_count_of_the_first_global_routing_pass = 6906
INFO  metric synth_largest_type_area_fraction = 20.52%
INFO  metric worst_setup_path_end_kind = output pin
INFO  metric power.total = 172.2 µW
INFO  metric grt_use_total = 39.10%
INFO  metric total_switching_power = 103.1 µW
INFO  metric boundaryPins = 101
INFO  metric portBuffers = 101
INFO  metric diodes = 0
INFO  metric post_route_cells_drive_above_1_share = 4.672%
INFO  metric max_freq = 69.56 MHz
INFO  metric stage_log_warnings = 103
INFO  metric clkbuf_count = 0
INFO  metric ant_nets = 0
INFO  metric critPathMostFrequentCell = sky130_fd_sc_hd__clkdlybuf4s50_1
INFO  metric timing.max_cap.violations = 0
INFO  metric drt-pass1-iter-count = 6
INFO  metric placed_cells_incl_taps = 1174
INFO  metric yosysWarningCount = 1
INFO  metric std_cell_rows = 40
INFO  metric synth_area = 6218 µm²
INFO  metric timing.final.crit_share = 59.66%
INFO  metric slowest_cell_on_the_critical_path = sky130_fd_sc_hd__or4_1
INFO  metric tightest_hold_check_type = in -> out
INFO  metric crit_path_cell_trace = clkdlybuf4s50_1 -> ha_1 -> inv_1 -> fa_1 -> and2b_1 -> o2111ai_2 -> a2111oi_4 -> nor2_2 -> a21oi_1 -> o2111ai_1 -> o211a_2 -> or4_1 -> nor4_1 -> nand4_1 -> nor4_2 -> clkdlybuf4s50_1
INFO  metric synth.avg_cell_area = 6.532 µm²
INFO  metric power_density = 23.81 nW/µm²
INFO  metric detail_route.drc_violations = 0
INFO  metric critical-path-top-delay-family = simple AND/OR/NAND/NOR gates
INFO  metric die_area = 12890 µm²
INFO  metric ir_worst_vdd = 10.57 µV
INFO  metric pwr-share-clk = 0%
INFO  metric synth_area_leader_cell = sky130_fd_sc_hd__ha_1
INFO  metric layout.cells.most_common_list = sky130_fd_sc_hd__nor2_1 (108), sky130_fd_sc_hd__ha_1 (102), sky130_fd_sc_hd__clkdlybuf4s50_1 (101), sky130_fd_sc_hd__inv_1 (99), sky130_fd_sc_hd__a21oi_1 (96)
INFO  metric cpPeakStageDelay = 0.61 ns
INFO  metric via_count = 7701
INFO  metric yosysCellCount = 952
INFO  metric tightestPinTransition = 0.8488 ns
INFO  metric max_transition_viols_final = 0
INFO  metric routed_wl = 25.11 mm
INFO  metric worstPathArrival = 9.56 ns
INFO  metric detailed_place_hpwl = 19.93 mm
INFO  metric die_height = 113.5 µm
INFO  metric cts_hold_buf = 0
INFO  metric maximum_number_of_pins_on_one_net_before_global_route_repair = 55
INFO  metric finalSetupTns = 0 ns
INFO  metric ctsResizeCount = 0
INFO  metric yosys_area = 6218 µm²
INFO  metric fin_hold_ws = 10.82 ns
INFO  metric setup_repair_after_global_routing_missed_its_margin = no
-- final timing paths --
path	start	end	cells past startpoint
worst min-delay path	B_in[31]	ALU_out[31]	5
worst max-delay path	B_in[0]	zero_out	16
-- per-layer routing --
| metal | vias up | share of wire, % | global-route usage (%) |
|---|---|---|---|
| met5 | - | 0 | 1.569 |
| met4 | 0 | 4.7 | 14.74 |
| met3 | 72 | 12 | 11.15 |
| met1 | 3544 | 43 | 55.05 |
| li1 | 3607 | - | - |
| met2 | 478 | 40 | 56.18 |
-- power by group through the flow --
stage | Clock [µW] | Combinational [µW] | Sequential, µW
4_1_cts | 0 | 167 | 0
5_1_grt | 0 | 185 | 0
6_report | 0 | 172 | 0
-- logic make-up after synthesis --
kind of cell | count (synthesis) | share of synthesized area (%)
adder cells (fa/ha/maj) | 104 | 21.17
multiplexers | 13 | 2.153
AND-OR/OR-AND | 359 | 39.68
AND/OR/NAND/NOR | 313 | 25.45
XOR/XNOR | 6 | 0.8451
buffers and inverters | 157 | 10.70
-- synth_stat cells (5+ instances only) --
| cell type | count |
|---|---|
| sky130_fd_sc_hd__nor2b_1 | 20 |
| sky130_fd_sc_hd__o21a_1 | 9 |
| sky130_fd_sc_hd__a211o_1 | 7 |
| sky130_fd_sc_hd__or2_2 | 6 |
| sky130_fd_sc_hd__buf_4 | 6 |
| sky130_fd_sc_hd__a211oi_1 | 13 |
| sky130_fd_sc_hd__or4_1 | 7 |
| sky130_fd_sc_hd__a31oi_1 | 8 |
| sky130_fd_sc_hd__xnor2_1 | 5 |
| sky130_fd_sc_hd__nand2b_1 | 13 |
| sky130_fd_sc_hd__nand4_1 | 9 |
| sky130_fd_sc_hd__a21o_1 | 10 |
| sky130_fd_sc_hd__nand2_1 | 53 |
| sky130_fd_sc_hd__ha_1 | 102 |
| sky130_fd_sc_hd__nor2_1 | 108 |
| sky130_fd_sc_hd__inv_1 | 99 |
| sky130_fd_sc_hd__and2_1 | 8 |
| sky130_fd_sc_hd__nor4_1 | 14 |
| sky130_fd_sc_hd__o21ai_1 | 6 |
| sky130_fd_sc_hd__and3_1 | 7 |
| sky130_fd_sc_hd__o31ai_1 | 18 |
| sky130_fd_sc_hd__nor3b_1 | 5 |
| sky130_fd_sc_hd__a311oi_1 | 5 |
| sky130_fd_sc_hd__nor3_1 | 25 |
| sky130_fd_sc_hd__o2111ai_1 | 6 |
| sky130_fd_sc_hd__clkbuf_1 | 21 |
| sky130_fd_sc_hd__nand3_1 | 18 |
| sky130_fd_sc_hd__o21bai_1 | 5 |
| sky130_fd_sc_hd__a21oi_1 | 96 |
| sky130_fd_sc_hd__o21ai_0 | 65 |
| sky130_fd_sc_hd__a2111oi_0 | 9 |
| sky130_fd_sc_hd__o22ai_1 | 8 |
| sky130_fd_sc_hd__mux2i_1 | 10 |
| sky130_fd_sc_hd__buf_2 | 25 |
| sky130_fd_sc_hd__o211ai_1 | 24 |
-- final cells by class --
type / instances / area, µm²
inverter: 100 / 375.4
tap: 168 / 210.2
fill: 1133 / 4831
timing repair buffer: 111 / 1086
multi-input combinational: 795 / 5559
-- metrics by stage --
stage | util, % | worst slack, ns
after floorplan | - | 11.69
after global placement | 59.95 | 9.933
after detailed placement | 59.95 | 9.850
after CTS | 59.95 | 9.825
after global routing | 59.95 | 9.430
final | 59.95 | 9.723
Power and IR drop assume default switching activity.
